==> flow/design.v <==
module dport_axi
(
     input           clk_i
    ,input           rst_i
    ,input  [ 31:0]  mem_addr_i
    ,input  [ 31:0]  mem_data_wr_i
    ,input           mem_rd_i
    ,input  [  3:0]  mem_wr_i
    ,input           mem_cacheable_i
    ,input  [ 10:0]  mem_req_tag_i
    ,input           mem_invalidate_i
    ,input           mem_writeback_i
    ,input           mem_flush_i
    ,input           axi_awready_i
    ,input           axi_wready_i
    ,input           axi_bvalid_i
    ,input  [  1:0]  axi_bresp_i
    ,input           axi_arready_i
    ,input           axi_rvalid_i
    ,input  [ 31:0]  axi_rdata_i
    ,input  [  1:0]  axi_rresp_i
    ,output [ 31:0]  mem_data_rd_o
    ,output          mem_accept_o
    ,output          mem_ack_o
    ,output          mem_error_o
    ,output [ 10:0]  mem_resp_tag_o
    ,output          axi_awvalid_o
    ,output [ 31:0]  axi_awaddr_o
    ,output          axi_wvalid_o
    ,output [ 31:0]  axi_wdata_o
    ,output [  3:0]  axi_wstrb_o
    ,output          axi_bready_o
    ,output          axi_arvalid_o
    ,output [ 31:0]  axi_araddr_o
    ,output          axi_rready_o
);
wire          res_accept_w;
wire          req_accept_w;
wire          write_complete_w;
wire          read_complete_w;
reg           request_pending_q;
wire          req_pop_w   = read_complete_w | write_complete_w;
wire          req_valid_w;
wire [69-1:0] req_w;
wire          req_push_w   = (mem_rd_i || mem_wr_i != 4'b0) && res_accept_w;
dport_axi_fifo
#( 
    .WIDTH(32+32+4+1),
    .DEPTH(2),
    .ADDR_W(1)
)
u_req
(
    .clk_i(clk_i),
    .rst_i(rst_i),
    .data_in_i({mem_rd_i, mem_wr_i, mem_data_wr_i, mem_addr_i}),
    .push_i(req_push_w),
    .accept_o(req_accept_w),
    .valid_o(req_valid_w),
    .data_out_o(req_w),
    .pop_i(req_pop_w)
);
assign mem_accept_o = req_accept_w & res_accept_w;
wire res_push_w = (mem_rd_i || mem_wr_i != 4'b0) && req_accept_w;
dport_axi_fifo
#( 
    .WIDTH(11),
    .DEPTH(2),
    .ADDR_W(1)
)
u_resp
(
    .clk_i(clk_i),
    .rst_i(rst_i),
    .data_in_i(mem_req_tag_i),
    .push_i(res_push_w),
    .accept_o(res_accept_w),
    .valid_o(),  
    .data_out_o(mem_resp_tag_o),
    .pop_i(mem_ack_o)
);
assign mem_ack_o   = axi_bvalid_i || axi_rvalid_i;
assign mem_error_o = axi_bvalid_i ? (axi_bresp_i != 2'b0) : (axi_rresp_i != 2'b0);
wire request_in_progress_w = request_pending_q & !mem_ack_o;
wire req_is_read_w  = ((req_valid_w & !request_in_progress_w) ? req_w[68] : 1'b0);
wire req_is_write_w = ((req_valid_w & !request_in_progress_w) ? ~req_w[68] : 1'b0);
reg awvalid_inhibit_q;
reg wvalid_inhibit_q;
always @ (posedge clk_i or posedge rst_i)
if (rst_i)
    awvalid_inhibit_q <= 1'b0;
else if (axi_awvalid_o && axi_awready_i && axi_wvalid_o && !axi_wready_i)
    awvalid_inhibit_q <= 1'b1;
else if (axi_wvalid_o && axi_wready_i)
    awvalid_inhibit_q <= 1'b0;
always @ (posedge clk_i or posedge rst_i)
if (rst_i)
    wvalid_inhibit_q <= 1'b0;
else if (axi_wvalid_o && axi_wready_i && axi_awvalid_o && !axi_awready_i)
    wvalid_inhibit_q <= 1'b1;
else if (axi_awvalid_o && axi_awready_i)
    wvalid_inhibit_q <= 1'b0;
assign axi_awvalid_o = req_is_write_w && !awvalid_inhibit_q;
assign axi_awaddr_o  = {req_w[31:2], 2'b0};
assign axi_wvalid_o  = req_is_write_w && !wvalid_inhibit_q;
assign axi_wdata_o   = req_w[63:32];
assign axi_wstrb_o   = req_w[67:64];
assign axi_bready_o  = 1'b1;
assign write_complete_w = (awvalid_inhibit_q || axi_awready_i) &&
                          (wvalid_inhibit_q || axi_wready_i) && req_is_write_w;
assign axi_arvalid_o = req_is_read_w;
assign axi_araddr_o  = {req_w[31:2], 2'b0};
assign axi_rready_o  = 1'b1;
assign mem_data_rd_o = axi_rdata_i;
assign read_complete_w = axi_arvalid_o && axi_arready_i;
always @ (posedge clk_i or posedge rst_i)
if (rst_i)
    request_pending_q <= 1'b0;
else if (write_complete_w || read_complete_w)
    request_pending_q <= 1'b1;
else if (mem_ack_o)
    request_pending_q <= 1'b0;
endmodule
module dport_axi_fifo
#(
    parameter WIDTH   = 8,
    parameter DEPTH   = 2,
    parameter ADDR_W  = 1
)
(
     input               clk_i
    ,input               rst_i
    ,input  [WIDTH-1:0]  data_in_i
    ,input               push_i
    ,input               pop_i
    ,output [WIDTH-1:0]  data_out_o
    ,output              accept_o
    ,output              valid_o
);
localparam COUNT_W = ADDR_W + 1;
reg [WIDTH-1:0]   ram_q[DEPTH-1:0];
reg [ADDR_W-1:0]  rd_ptr_q;
reg [ADDR_W-1:0]  wr_ptr_q;
reg [COUNT_W-1:0] count_q;
always @ (posedge clk_i or posedge rst_i)
if (rst_i)
begin
    count_q   <= {(COUNT_W) {1'b0}};
    rd_ptr_q  <= {(ADDR_W) {1'b0}};
    wr_ptr_q  <= {(ADDR_W) {1'b0}};
end
else
begin
    if (push_i & accept_o)
    begin
        ram_q[wr_ptr_q] <= data_in_i;
        wr_ptr_q        <= wr_ptr_q + 1;
    end
    if (pop_i & valid_o)
        rd_ptr_q      <= rd_ptr_q + 1;
    if ((push_i & accept_o) & ~(pop_i & valid_o))
        count_q <= count_q + 1;
    else if (~(push_i & accept_o) & (pop_i & valid_o))
        count_q <= count_q - 1;
end
assign valid_o       = (count_q != 0);
assign accept_o      = (count_q != DEPTH);
assign data_out_o    = ram_q[rd_ptr_q];
endmodule
==> flow/run.sh <==
#!/bin/bash
# OpenROAD 26Q1-2900-gdf79404cd8, Yosys 0.63+post, stock flow scripts
make -C /OpenROAD-flow-scripts/flow DESIGN_CONFIG=/design/flow/config.mk WORK_HOME=/design/flow/orfs finish
==> flow/config.mk <==
export PLATFORM = sky130hd
export DESIGN_NAME = dport_axi
export DESIGN_NICKNAME = dport_axi
export VERILOG_FILES = /design/flow/design.v
export SDC_FILE = /design/flow/constraint.sdc
export NUM_CORES = 4
export LEC_CHECK = 1
export CORE_UTILIZATION = 40
==> flow/constraint.sdc <==
current_design dport_axi

set clk_period 9.3
set clk_io_pct 0.2

create_clock -name clk0 -period $clk_period [get_ports {clk_i}]

set non_clock_inputs [all_inputs -no_clocks]
set_input_delay [expr $clk_period * $clk_io_pct] -clock clk0 $non_clock_inputs
set_output_delay [expr $clk_period * $clk_io_pct] -clock clk0 [all_outputs]
==> flow_results.xml <==
<?xml version="1.0" encoding="UTF-8"?>
<metrics>
  <group name="run_status">
    <metric name="status" unit="">finished clean</metric>
  </group>
  <group name="clock_tree">
    <metric name="post_cts_setup_driven_buffer_insertion_count" unit="">0</metric>
    <metric name="numCtsBuffers" unit="">17</metric>
    <metric name="cts_root_buf" unit="">sky130_fd_sc_hd__clkbuf_16</metric>
    <metric name="cts_tree" unit="">yes</metric>
    <metric name="hold_buffers" unit="">0</metric>
    <metric name="clock.latency.late_pin" unit="ps">410</metric>
    <metric name="cts.sinks" unit="">167</metric>
    <metric name="cts-htree-levels" unit="">4</metric>
    <metric name="cts_resized" unit="">0</metric>
    <metric name="cts.path.max_buffers" unit="">2</metric>
    <metric name="clk_slew_on_worst_s_h_paths" unit="ps">60</metric>
  </group>
  <group name="critical_path">
    <metric name="crit_path_end_kind" unit="">primary output</metric>
    <metric name="worst_path_max_delay_cell" unit="">sky130_fd_sc_hd__clkdlybuf4s50_1</metric>
    <metric name="cpMostUsedCell" unit="">sky130_fd_sc_hd__clkdlybuf4s50_1</metric>
    <metric name="crit_chain" unit="">clkdlybuf4s50_1 -&gt; or3b_1 -&gt; o211ai_2 -&gt; nor2_1 -&gt; clkdlybuf4s50_1</metric>
    <metric name="worstPathMaxFanout" unit="">4</metric>
    <metric name="worstPathRequired" unit="ps">7440</metric>
    <metric name="timing.reg2reg.worst_path_depth" unit="">5</metric>
    <metric name="max_stage_delay" unit="ps">450</metric>
    <metric name="classification_of_the_worst_setup_path" unit="">input pin to primary output</metric>
    <metric name="timing.critical_path.arrival" unit="ps">3360</metric>
    <metric name="timing.critical_path.from_type" unit="">input pin</metric>
  </group>
  <group name="timing">
    <metric name="fin_crit_sh" unit="%">56.1</metric>
    <metric name="timing.slew.headroom" unit="%">64.1</metric>
    <metric name="finalSetupViolations" unit="">0</metric>
    <metric name="fin_skew" unit="ps">8.98</metric>
    <metric name="fmaxAchievable" unit="MHz">192</metric>
    <metric name="timing_worst_slew_pin_value" unit="ps">539</metric>
    <metric name="slew_viol_final" unit="">0</metric>
    <metric name="rsz0062_at_grt" unit="">false</metric>
    <metric name="finalWorstPathRequiredPeriod" unit="ps">5220</metric>
    <metric name="report.final.hold_viol_count" unit="">0</metric>
    <metric name="setup_total_negative_slack" unit="ps">0</metric>
  </group>
  <group name="die">
    <metric name="dieWidth" unit="µm">132</metric>
    <metric name="die-height" unit="µm">132</metric>
    <metric name="design.portCount" unit="">278</metric>
    <metric name="design.core.area" unit="µm²">16500</metric>
    <metric name="initCoreUtil" unit="%">40.8</metric>
    <metric name="chip_area" unit="µm²">17400</metric>
    <metric name="rows" unit="">47</metric>
  </group>
  <group name="pwr">
    <metric name="power_density" unit="nW/µm²">291</metric>
    <metric name="static-leakage-power" unit="nW">3.09</metric>
    <metric name="ir_worst_vdd" unit="mV">0.161</metric>
  </group>
  <group name="grt">
    <metric name="grt_first_pass_wirelength" unit="µm">18400</metric>
    <metric name="grt_max_degree" unit="">39</metric>
    <metric name="initial_antenna_violation_count" unit="">0</metric>
    <metric name="met1_usage" unit="%">22.5</metric>
    <metric name="grt.overflow.total" unit="">0</metric>
    <metric name="grt_usage" unit="%">14.8</metric>
    <metric name="global_route.peak_usage_layer" unit="">met1</metric>
    <metric name="groute.layer.met2.usage" unit="%">21.5</metric>
    <metric name="global_routing_met3_resource_utilization" unit="%">6.87</metric>
    <metric name="first_global_vias" unit="">3581</metric>
  </group>
  <group name="route">
    <metric name="drt-initial-drc-count" unit="">159</metric>
    <metric name="drt-wirelength-per-cell" unit="µm">15.3</metric>
    <metric name="wirelength" unit="µm">11500</metric>
    <metric name="viasPerCell" unit="">4.67</metric>
    <metric name="antenna_violating_nets_post_route" unit="">0</metric>
    <metric name="drc" unit="">0</metric>
    <metric name="routed_vias" unit="">3514</metric>
    <metric name="drt_pre_antenna_iters" unit="">3</metric>
  </group>
  <group name="synth">
    <metric name="yosys_register_bits" unit="">167</metric>
    <metric name="top_cell_area_share" unit="%">69.4</metric>
    <metric name="area_contributors_post_synth" unit="">sky130_fd_sc_hd__edfxtp_1 69%, sky130_fd_sc_hd__mux2_2 13%, sky130_fd_sc_hd__buf_4 7.9%</metric>
    <metric name="synth_cells" unit="">368</metric>
    <metric name="async_flop_share" unit="%">6.59</metric>
    <metric name="prevailing_post_synth_register_cell" unit="">sky130_fd_sc_hd__edfxtp_1</metric>
    <metric name="top_area_cell" unit="">sky130_fd_sc_hd__edfxtp_1</metric>
    <metric name="yosys-stat-cells" unit="">368</metric>
    <metric name="postSynthSeqShare" unit="%">73.5</metric>
    <metric name="most_common_cell" unit="">sky130_fd_sc_hd__edfxtp_1</metric>
    <metric name="enable_flop_cells" unit="">156</metric>
    <metric name="yosys-stat-area" unit="µm²">6750</metric>
    <metric name="total_number_of_yosys_warnings" unit="">5</metric>
    <metric name="yosysUniqueCellTypes" unit="">29</metric>
    <metric name="avgSynthCellArea" unit="µm²">18.3</metric>
    <metric name="top_cells_by_count_synth" unit="">156 x sky130_fd_sc_hd__edfxtp_1, 77 x sky130_fd_sc_hd__mux2_2, 71 x sky130_fd_sc_hd__buf_4, 11 x sky130_fd_sc_hd__dfrtp_1</metric>
    <metric name="synth_area" unit="µm²">6750</metric>
  </group>
  <group name="placement">
    <metric name="numPlacedInstances" unit="">721</metric>
    <metric name="detailed_place_hpwl" unit="µm">7570</metric>
    <metric name="io_buffers" unit="">201</metric>
    <metric name="place.gp.congestion" unit="">0.815</metric>
  </group>
  <group name="hold_path">
    <metric name="hold_path.class" unit="">flop to flop</metric>
    <metric name="whs_path_depth" unit="">1</metric>
  </group>
  <group name="run">
    <metric name="maxCapViolCount" unit="">0</metric>
    <metric name="stage_log_warnings" unit="">31</metric>
  </group>
  <group name="layout">
    <metric name="post_layout_nonfiller_instances" unit="">753</metric>
    <metric name="seqCellArea" unit="µm²">4960</metric>
    <metric name="drive_above_1_share" unit="%">21.4</metric>
    <metric name="logic_area" unit="µm²">1240</metric>
    <metric name="fillerInstances" unit="">1269</metric>
    <metric name="syn2layout_area_growth" unit="%">34.3</metric>
  </group>
</metrics>
## cell families after synthesis
| group | Yosys count | share of synthesized area [%] |
|---|---|---|
| xor+xnor | 10 | 1.30 |
| fa+ha+maj | 2 | 0.371 |
| buf+inv | 80 | 8.51 |
| mux | 78 | 13.2 |
| compound gates | 11 | 1.43 |
| flops | 167 | 73.5 |
| simple gates | 18 | 1.58 |
| other cells | 2 | 0.111 |
## per-stage QoR
step	power [W]	setup slack [ps]	util, %	hold slack [ps]	cell area [µm²]
2_1_floorplan	0.00159	1730	-	456	6760
3_3_place_gp	0.00204	4100	51.7	470	8540
4_1_cts	0.00269	4080	54.8	488	9060
6_report	0.00264	4080	54.8	486	9060
3_5_place_dp	0.00205	4090	51.7	477	8540
5_1_grt	0.00280	4000	54.8	530	9060
## state kept, by name, indices dropped and copies added, names as in the netlist
name and flops:
u_resp.rd_ptr_q 1, u_resp.count_q 2, u_req.rd_ptr_q 1, awvalid_inhibit_q 1, request_pending_q 1, u_resp.wr_ptr_q 1
u_resp.ram_q 22, u_req.count_q 2, u_req.ram_q 134, wvalid_inhibit_q 1, u_req.wr_ptr_q 1
## metal layers
metal	vias up	wire, µm
met3	18	1150
met4	0	160
met2	173	5430
met1	1710	4810
li1	1613	-
met5	-	0
## cell type report
type,count,share of cell area [%]
Multi-Input combinational cell,125,13.7
Tap cell,220,3.04
Clock inverter,8,0.842
Inverter,3,0.124
Clock buffer,23,4.94
Sequential cell,167,54.8
Antenna cell,1,0.0276
Timing Repair Buffer,206,22.6
## power breakdown
part / internal [W] / switching, W / total, W / leakage [nW]
logic: 0.000608 / 0.000284 / 0.000892 / 1.28
registers: 0.00104 / 0.0000887 / 0.00112 / 1.56
clock network: 0.000366 / 0.000257 / 0.000623 / 0.251
## layout by cell type (no fill, tap or decap), types with 2 or more instances in the layout
cell type,n
sky130_fd_sc_hd__mux2_2,77
sky130_fd_sc_hd__buf_4,5
sky130_fd_sc_hd__ha_1,2
sky130_fd_sc_hd__dfrtp_1,10
sky130_fd_sc_hd__xor2_1,6
sky130_fd_sc_hd__clkinv_4,2
sky130_fd_sc_hd__o21ai_0,2
sky130_fd_sc_hd__inv_1,3
sky130_fd_sc_hd__xnor2_1,4
sky130_fd_sc_hd__clkdlybuf4s50_1,201
sky130_fd_sc_hd__conb_1,6
sky130_fd_sc_hd__clkinv_1,2
sky130_fd_sc_hd__nor3b_1,3
sky130_fd_sc_hd__nor2_1,6
sky130_fd_sc_hd__clkbuf_1,6
sky130_fd_sc_hd__a2bb2oi_1,2
sky130_fd_sc_hd__edfxtp_1,156
sky130_fd_sc_hd__clkbuf_16,17
## worst paths after layout
check	endpoint	startpoint	slack, ps
setup / recovery	axi_wvalid_o	axi_bvalid_i	4080
hold / removal	u_resp.wr_ptr_q	u_resp.wr_ptr_q	490
setup reg to reg	u_req.ram_q[1][64]	u_resp.count_q[0]	6930
hold reg to reg	u_resp.wr_ptr_q	u_resp.wr_ptr_q	490
max in group asynchronous	u_req.rd_ptr_q	rst_i	7070
min in group asynchronous	u_req.count_q[1]	rst_i	1860
## critical path: cells and delay by family
kind | cells | cell delay, ps
AOI/OAI and AO/OA | 1 | 130
buffers and inverters | 2 | 860
and+or+nand+nor | 2 | 520
Power figures rest on the tool's default switching activity, not on a simulated workload.
