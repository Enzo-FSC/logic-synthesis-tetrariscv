File: design/flow/config.mk
export PLATFORM = sky130hd
export DESIGN_NAME = dport_mux
export DESIGN_NICKNAME = dport_mux
export VERILOG_FILES = /design/flow/design.v
export SDC_FILE = /design/flow/constraint.sdc
export NUM_CORES = 4
export LEC_CHECK = 1
export CORE_AREA = 10 10 157 157
export DIE_AREA = 0 0 167 167
File: design/flow/constraint.sdc
current_design dport_mux

set clk_period 5.9
set clk_io_pct 0.2

create_clock -name clk0 -period $clk_period [get_ports {clk_i}]

set non_clock_inputs [all_inputs -no_clocks]
set_input_delay [expr $clk_period * $clk_io_pct] -clock clk0 $non_clock_inputs
set_output_delay [expr $clk_period * $clk_io_pct] -clock clk0 [all_outputs]
File: design/flow/design.v
module dport_mux
#(
     parameter TCM_MEM_BASE     = 0
)
(
     input           clk_i
    ,input           rst_i
    ,input  [ 31:0]  mem_addr_i
    ,input  [ 31:0]  mem_data_wr_i
    ,input           mem_rd_i
    ,input  [  3:0]  mem_wr_i
    ,input           mem_cacheable_i
    ,input  [ 10:0]  mem_req_tag_i
    ,input           mem_invalidate_i
    ,input           mem_writeback_i
    ,input           mem_flush_i
    ,input  [ 31:0]  mem_tcm_data_rd_i
    ,input           mem_tcm_accept_i
    ,input           mem_tcm_ack_i
    ,input           mem_tcm_error_i
    ,input  [ 10:0]  mem_tcm_resp_tag_i
    ,input  [ 31:0]  mem_ext_data_rd_i
    ,input           mem_ext_accept_i
    ,input           mem_ext_ack_i
    ,input           mem_ext_error_i
    ,input  [ 10:0]  mem_ext_resp_tag_i
    ,output [ 31:0]  mem_data_rd_o
    ,output          mem_accept_o
    ,output          mem_ack_o
    ,output          mem_error_o
    ,output [ 10:0]  mem_resp_tag_o
    ,output [ 31:0]  mem_tcm_addr_o
    ,output [ 31:0]  mem_tcm_data_wr_o
    ,output          mem_tcm_rd_o
    ,output [  3:0]  mem_tcm_wr_o
    ,output          mem_tcm_cacheable_o
    ,output [ 10:0]  mem_tcm_req_tag_o
    ,output          mem_tcm_invalidate_o
    ,output          mem_tcm_writeback_o
    ,output          mem_tcm_flush_o
    ,output [ 31:0]  mem_ext_addr_o
    ,output [ 31:0]  mem_ext_data_wr_o
    ,output          mem_ext_rd_o
    ,output [  3:0]  mem_ext_wr_o
    ,output          mem_ext_cacheable_o
    ,output [ 10:0]  mem_ext_req_tag_o
    ,output          mem_ext_invalidate_o
    ,output          mem_ext_writeback_o
    ,output          mem_ext_flush_o
);
wire hold_w;
wire tcm_access_w = (mem_addr_i >= TCM_MEM_BASE && mem_addr_i < (TCM_MEM_BASE + 32'd65536));
reg       tcm_access_q;
reg [4:0] pending_q;
assign mem_tcm_addr_o       = mem_addr_i;
assign mem_tcm_data_wr_o    = mem_data_wr_i;
assign mem_tcm_rd_o         = (tcm_access_w & ~hold_w) ? mem_rd_i : 1'b0;
assign mem_tcm_wr_o         = (tcm_access_w & ~hold_w) ? mem_wr_i : 4'b0;
assign mem_tcm_cacheable_o  = mem_cacheable_i;
assign mem_tcm_req_tag_o    = mem_req_tag_i;
assign mem_tcm_invalidate_o = (tcm_access_w & ~hold_w) ? mem_invalidate_i : 1'b0;
assign mem_tcm_writeback_o  = (tcm_access_w & ~hold_w) ? mem_writeback_i : 1'b0;
assign mem_tcm_flush_o      = (tcm_access_w & ~hold_w) ? mem_flush_i : 1'b0;
assign mem_ext_addr_o       = mem_addr_i;
assign mem_ext_data_wr_o    = mem_data_wr_i;
assign mem_ext_rd_o         = (~tcm_access_w & ~hold_w) ? mem_rd_i : 1'b0;
assign mem_ext_wr_o         = (~tcm_access_w & ~hold_w) ? mem_wr_i : 4'b0;
assign mem_ext_cacheable_o  = mem_cacheable_i;
assign mem_ext_req_tag_o    = mem_req_tag_i;
assign mem_ext_invalidate_o = (~tcm_access_w & ~hold_w) ? mem_invalidate_i : 1'b0;
assign mem_ext_writeback_o  = (~tcm_access_w & ~hold_w) ? mem_writeback_i : 1'b0;
assign mem_ext_flush_o      = (~tcm_access_w & ~hold_w) ? mem_flush_i : 1'b0;
assign mem_accept_o         =(tcm_access_w ? mem_tcm_accept_i   : mem_ext_accept_i) & !hold_w;
assign mem_data_rd_o        = tcm_access_q ? mem_tcm_data_rd_i  : mem_ext_data_rd_i;
assign mem_ack_o            = tcm_access_q ? mem_tcm_ack_i      : mem_ext_ack_i;
assign mem_error_o          = tcm_access_q ? mem_tcm_error_i    : mem_ext_error_i;
assign mem_resp_tag_o       = tcm_access_q ? mem_tcm_resp_tag_i : mem_ext_resp_tag_i;
wire   request_w            = mem_rd_i || mem_wr_i != 4'b0 || mem_flush_i || mem_invalidate_i || mem_writeback_i;
reg [4:0] pending_r;
always @ *
begin
    pending_r = pending_q;
    if ((request_w && mem_accept_o) && !mem_ack_o)
        pending_r = pending_r + 5'd1;
    else if (!(request_w && mem_accept_o) && mem_ack_o)
        pending_r = pending_r - 5'd1;
end
always @ (posedge clk_i or posedge rst_i)
if (rst_i)
    pending_q <= 5'b0;
else
    pending_q <= pending_r;
always @ (posedge clk_i or posedge rst_i)
if (rst_i)
    tcm_access_q <= 1'b0;
else if (request_w && mem_accept_o)
    tcm_access_q <= tcm_access_w;
assign hold_w = (|pending_q) && (tcm_access_q != tcm_access_w);
endmodule
File: design/flow/run.sh
#!/bin/bash
# OpenROAD 26Q1-2900-gdf79404cd8, Yosys 0.63+post, stock flow scripts
make -C /OpenROAD-flow-scripts/flow DESIGN_CONFIG=/design/flow/config.mk WORK_HOME=/design/flow/orfs finish
==> reports/metrics.cfg <==
[yosys]
ys_top_cells_by_count = buf_4 (152), mux2_2 (45), and2_1 (9)
ys_warn_count = 1
synth-area-yosys_um2 = 2290
yosysUniqueCellTypes = 33
synth_top_area_share = 0.499
synthTopCellsByArea = buf_4 (50%), mux2_2 (22%), dfrtp_1 (6.6%)
ys.flops = 6
top_cell = buf_4
synth-edff-count = 0
largest_area_cell = buf_4
avgSynthCellArea_um2 = 8.44
synthCells = 271
synth-main-ff-cell = dfrtp_1
ys_cells = 271
async_flop_share = 1.00
postSynthSeqShare = 0.0656
syn-cell-area_um2 = 2290

[finish]
drive_gt1_frac = 0.188
synthToLayoutAreaGrowth_pct = 60.3
fillers = 2342
layout.cells.non_filler = 605

[sta]
skew_ps = 4.18
finalClockPeriodUsage = 0.789
maxClockFrequency_mhz = 215
max_slew.worst_pin.slew_ps = 648
slew_headroom = 0.568
setup_tns_ps = 0
period_minus_slack_ps = 4660
finalHoldViolCount = 0
setup_viol = 0
rsz0062_at_grt = no
maxSlewViolCount = 0

[route]
ant_nets = 0
via_per_inst = 3.04
dr.pass1.iters = 4
finalWirelength_mm = 10.0
drt-wirelength-per-cell_um = 16.5
vias = 1842
drt_iter0_drc = 37
drc = 0

[power]
sequentialPowerShare = 0.177
p_switching_uw = 120
p_leak_uw = 0.00128
swShare = 0.265
p_int_uw = 333
ir_worst_vdd_v = 0.0000985
power_frac_clock = 0.247
power_frac_comb = 0.576
power_density_nw_per_um2 = 123

[setup_path]
arrival_ps = 3480
endpoint = mem_accept_o
cp.depth = 6
r2r-end = pending_q[4]
slowest_stage = clkdlybuf4s50_1
critical_path.max_fanout = 10
cp_num_buf_inv = 2
path_cells = clkdlybuf4s50_1 -> nor4_1 -> and4_1 -> o21a_1 -> a22o_1 -> clkdlybuf4s50_1
max_stage_delay_ps = 540
reg2regPathDepth = 11
r2r_slack_ps = 2360
start_kind = input port
path_common_cell = clkdlybuf4s50_1
critPathLaunch = mem_addr_i[22]
r2r_start = pending_q[4]
critPathCaptureType = primary output
required_ps = 4720
crit_type = input port to primary output
cp_top_family = buffers and inverters

[cts]
cts_resized = 0
clk_pin_slew_ps = 30
cts-root-buf = clkbuf_16
postCtsSetupBuffers = 0
cts-buffers-inserted = 3
cts_sinks = 6
cts_hold_buf = 0
clockBufferDepth = 2
htreeDepth = 1
worstSkewPairLatency_ps = 230
cts_tree = built

[run_status]
status = finished clean

[place]
dpl.cell_count = 600
gp_congestion = 0.776
io_buffers = 211
dpl.hpwl_mm = 8.95

[global_routing]
grt_usage = 0.0659
grt-ovfl-total = 0
antenna_found_initial = 2
first_global_vias = 2022
grt_max_degree = 47
grt_pass1_wl_mm = 14.1

[floorplanning]
ios = 392
chipArea_um2 = 27900
rows = 53
fp.dieW_um = 167
die_h_um = 167
fp_util = 0.108
core_area_um2 = 21200

[worst_hold_path]
hold_start = pending_q[3]
hp-class = register to register

[flow_run]
drv_cap = 0
tool_warnings = 25

## final cells by class
cell class | count | area, µm² | share of cell area
diodes | 1 | 2.50 | 0.000683
clock buffers | 4 | 78.8 | 0.0215
inverters | 3 | 11.3 | 0.00307
multi-input cells | 104 | 958 | 0.261
flip-flops and latches | 6 | 151 | 0.0413
well taps | 275 | 344 | 0.0939
repair buffers | 212 | 2120 | 0.578
## metrics by stage
step	util	setup slack [ps]	cell area [µm²]	power, µW	hold WS (ps)
final	0.173	1240	3670	453	510
after global routing	0.173	1010	3660	491	562
after CTS	0.173	1200	3660	459	520
after detailed placement	0.169	1130	3580	341	513
after global placement	0.169	1180	3580	341	512
after floorplan	-	2090	2290	239	471
## metal layers
layer  track usage  vias up  part of all wire
met1        0.0608      768              0.30
met2         0.116      143              0.52
li1              -      877                 -
met3        0.0329       54              0.12
met4        0.0344        0             0.056
met5             0        -                 0
## worst min-delay path, stage by stage, from the launching register on
cell     delay, ps
dfrtp_1        350
nand2_1         50
o21ai_0         60
## worst min-delay path by stage
stage,endpoint,slack (ps),cells after the start
after CTS,pending_q[3],520,2
after global routing,pending_q[2],560,2
final,pending_q[3],510,2
## layout by cell type, fill, tap and decap left out, drive strengths merged, types with 3 or more instances in the layout
master	synthesis	final
mux2	45	45
dfrtp	6	6
clkbuf	3	4
clkdlybuf4s50	0	211
nor4	7	7
and2	17	17
inv	3	3
ha	4	4
nand2	3	3
a21oi	3	3
## power by group through the flow
stage         logic [µW]  registers, µW  clock network (µW)
CTS                  265           80.2                 114
global route         288           85.2                 118
finish               260           80.1                 112
## flip-flops by register name, indices dropped and copies added, names as in the netlist
register / count
tcm_access_q: 1
pending_q: 5
## logic make-up (layout without fill, tap and decap cells)
logic type | count (synthesis) | after routing | synth area share
AND-OR/OR-AND | 16 | 16 | 0.0564
XOR/XNOR | 3 | 3 | 0.0115
adder cells (fa/ha/maj) | 5 | 5 | 0.0306
buffers and inverters | 161 | 219 | 0.515
flip-flops | 6 | 6 | 0.0656
multiplexers | 46 | 46 | 0.226
other | 0 | 1 | 0
AND/OR/NAND/NOR | 34 | 34 | 0.0946
Power and IR drop assume default switching activity.
